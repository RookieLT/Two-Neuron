==> flow/design.v <==
`timescale 1ns/1ns
module adder_tree #(parameter m=8,
                    parameter n=32,
                    parameter intbits=12,
                    parameter fracbits=20 )
                    (
                    input [n*m-1:0] operand,
                    output reg [n-1:0] result
                    );
    reg [n-1:0] o_result;
    reg sign;
    integer i;
    always @(operand) begin
        for(i=0;i<=m;i=i+1) begin
            if(i==0)begin
                o_result=0;
            end
            else begin
                o_result=sum(o_result,operand[n*i-1 -: n]);
            end
        end
        if(o_result[n-1])
            o_result = 0;
        else
            o_result = o_result;
        result<=o_result[n-1:0];
    end
function [n-1:0] sum;
    input[n-1:0] a,b;
    reg [n-1:0] res;
begin
    if(a[n-1] == b[n-1]) begin				
		res[n-2:0] = a[n-2:0] + b[n-2:0];	 	
		res[n-1] = a[n-1];				
	end												
	else if(a[n-1] == 0 && b[n-1] == 1) begin		
		if( a[n-2:0] > b[n-2:0] ) begin					
			res[n-2:0] = a[n-2:0] - b[n-2:0];			
			res[n-1] = 0;										
			end
		else begin												
			res[n-2:0] = b[n-2:0] - a[n-2:0];			
			if (res[n-2:0] == 0)
				res[n-1] = 0;										
			else
				res[n-1] = 1;										
			end
		end
	else begin												
		if( a[n-2:0] > b[n-2:0] ) begin					
			res[n-2:0] = a[n-2:0] - b[n-2:0];			
			if (res[n-2:0] == 0)
				res[n-1] = 0;										
			else
				res[n-1] = 1;										
			end
		else begin												
			res[n-2:0] = b[n-2:0] - a[n-2:0];			
			res[n-1] = 0;										
			end
		end
sum=res;
end
endfunction
endmodule
module column_weight #(parameter N=8,
                    parameter S=8,
                    parameter n=32,
                    parameter addrwidth=2)(
        input [addrwidth:0] addr,
        output [N*n-1 : 0] W
);
    reg [N*n-1 : 0] weight[S:0] ;
    initial begin
        weight[0]={16'h8400,16'h8400,16'h8400,16'h8400,16'h8400,16'h8400,16'h8400,16'h8400};
        weight[1]={16'h0400,16'h0400,16'h0400,16'h0400,16'h0400,16'h0400,16'h0400,16'h0400};
        weight[2]={16'h8400,16'h8400,16'h8400,16'h8400,16'h8400,16'h8400,16'h8400,16'h8400};
        weight[3]={16'h0400,16'h0400,16'h0400,16'h0400,16'h0400,16'h0400,16'h0400,16'h0400};
        weight[4]={16'h8400,16'h8400,16'h8400,16'h8400,16'h8400,16'h8400,16'h8400,16'h8400};
        weight[5]={16'h0400,16'h0400,16'h0400,16'h0400,16'h0400,16'h0400,16'h0400,16'h0400};
        weight[6]={16'h8400,16'h8400,16'h8400,16'h8400,16'h8400,16'h8400,16'h8400,16'h8400};
        weight[7]={16'h0400,16'h0400,16'h0400,16'h0400,16'h0400,16'h0400,16'h0400,16'h0400};
        weight[8]='b0;
    end
assign W = weight[addr];
endmodule
module ctrl #(parameter S=8,
                parameter addrwidth=3)(
    input clk,
    input reset,
    output reg finished,
    output reg [addrwidth:0] addr_r,addr_c
);
    integer state;
    always @(posedge clk) begin
        if(reset) begin
            state<=0;
            finished <= 0;
        end
        else
            if(state <= S+1)begin
                state <= state + 1;
                if(state==S+1)
                    finished <= 1;
            end
    end
    always @(state) begin
        if(state==0)begin
            addr_r<=8;
            addr_c<=8;
        end
        else if(state==1)begin
            addr_r<=state-1;
            addr_c<=8;
        end
        else if(state<=S)begin
            addr_r<=state-1;
            addr_c<=state-2;
        end
        else if(state==S+1) begin
            addr_r <=8;
            addr_c <=state-2;
        end
        else begin
            addr_r<=8;
            addr_c<=8;
        end
    end
endmodule
module multiplier #(parameter n=32, 
                    parameter intbits=12,
                    parameter fracbits=20)
                    (input [n-1:0] a,b,
                    output [n-1:0] result,
                    output reg ovf);
        reg [2*n-1:0] inter_result;
        reg [n-1:0] o_result;
        assign result=o_result;
        always @(a,b) begin
            inter_result=a[n-2:0]*b[n-2:0];
            o_result={a[n-1]^b[n-1],inter_result[n+fracbits-2:fracbits]};
            ovf=(inter_result[2*n-1:n+fracbits-1]>0);
        end
endmodule
module rmac#(parameter S=8,
            parameter  n=32,
            parameter intbits=12,
            parameter fracbits=20)
            (input [n-1:0] W,X,
            input clk,
            input reset,
            output reg [n-1:0] sum);
    wire [n-1:0] WX;
    wire ovf;
    reg [n-1:0] psum;
    integer cnt;
    multiplier #(n,intbits,fracbits) mult(W,X,WX,ovf);
    always @(posedge clk) begin
        if(reset)begin
            cnt<=0;
        end
        else begin
            if(cnt==0||cnt==1)begin
                psum<=0;
                cnt<=cnt+1;
            end
            else if(cnt<S+2) begin
                psum <= sum_of(WX,psum);
                cnt <= cnt+1;
            end
            else begin
                if(psum[n-1])
                    sum <= 'b0;
                else
                sum <= psum;
            end
        end
    end
    function [n-1:0] sum_of;
    input[n-1:0] a,b;
    reg [n-1:0] res;
    begin
    if(a[n-1] == b[n-1]) begin				
		res[n-2:0] = a[n-2:0] + b[n-2:0];	 	
		res[n-1] = a[n-1];				
	end												
	else if(a[n-1] == 0 && b[n-1] == 1) begin		
		if( a[n-2:0] > b[n-2:0] ) begin					
			res[n-2:0] = a[n-2:0] - b[n-2:0];			
			res[n-1] = 0;										
			end
		else begin												
			res[n-2:0] = b[n-2:0] - a[n-2:0];			
			if (res[n-2:0] == 0)
				res[n-1] = 0;										
			else
				res[n-1] = 1;										
			end
		end
	else begin												
		if( a[n-2:0] > b[n-2:0] ) begin					
			res[n-2:0] = a[n-2:0] - b[n-2:0];			
			if (res[n-2:0] == 0)
				res[n-1] = 0;										
			else
				res[n-1] = 1;										
			end
		else begin												
			res[n-2:0] = b[n-2:0] - a[n-2:0];			
			res[n-1] = 0;										
			end
		end
    sum_of=res;
    end
endfunction
endmodule
module row_weight #(parameter M=8,
                    parameter S=8,
                    parameter n=32,
                    parameter addrwidth=2)(
        input [addrwidth:0] addr,
        output [M*n-1 : 0] W
);
    reg [M*n-1 : 0] weight[S:0] ;
    initial begin
        weight[0]={16'h0066,16'h0066,16'h8066,16'h0066,16'h8066,16'h8066,16'h0200,16'h0200};
        weight[1]={16'h0066,16'h0066,16'h8066,16'h0066,16'h8066,16'h8066,16'h0200,16'h0200};
        weight[2]={16'h0066,16'h0066,16'h8066,16'h0066,16'h8066,16'h8066,16'h0200,16'h0200};
        weight[3]={16'h0066,16'h0066,16'h8066,16'h0066,16'h8066,16'h8066,16'h0200,16'h0200};
        weight[4]={16'h0066,16'h0066,16'h8066,16'h0066,16'h8066,16'h8066,16'h0200,16'h0200};
        weight[5]={16'h0066,16'h0066,16'h8066,16'h0066,16'h8066,16'h8066,16'h0200,16'h0200};
        weight[6]={16'h0066,16'h0066,16'h8066,16'h0066,16'h8066,16'h8066,16'h0200,16'h0200};
        weight[7]={16'h0066,16'h0066,16'h8066,16'h0066,16'h8066,16'h8066,16'h0200,16'h0200};
        weight[8]='b0;
    end
assign W = weight[addr];
endmodule
module s1neuron #(parameter M=8,           
                  parameter n=32,           
                  parameter intbits=12,
                  parameter fracbits=20)(
    input [M*n-1:0] X,
    input [M*n-1:0] W,
    output [n-1:0] H
);
    wire [M*n-1:0] WX;
    wire [M-1:0] ovf;
    genvar i;
    generate
        for (i=1;i<=M;i=i+1) begin:gen
            multiplier #(n,intbits,fracbits)mul(.a(X[n*i-1 -:n]),
                           .b(W[n*i-1 -:n]),
                           .result(WX[n*i-1 -:n]),
                           .ovf(ovf[i-1])
                            );
        end
    endgenerate
    adder_tree #(M,n,intbits,fracbits) adder(WX,H);
endmodule
module s2neuron #(parameter N=8,
                parameter S=8,
                parameter n=32,
                parameter intbits=12,
                parameter fracbits=32)
                (
                input [n-1 : 0] H,
                input [N*n-1 : 0] W,
                input clk,
                input reset,
                output [N*n-1 : 0] Y
                );
    genvar i;
    generate
        for(i=1;i<=N;i=i+1) begin:gen
            rmac #(S,n,intbits,fracbits) mac (.W(W[n*i-1 -:n]),
                                              .X(H),
                                              .clk(clk),
                                              .reset(reset),
                                              .sum(Y[n*i-1 -:n]));
        end
    endgenerate
endmodule
module top(input clk,reset,
            input [127 : 0] IN,
            output [127: 0] Y);
    wire [3:0] addr_r,addr_c;
    wire finished;
    wire [127 : 0] Wr;
    wire [127 : 0] Wc;
    wire [15 : 0] H;
    reg [15 : 0] H1;
    always@(posedge clk)begin
        H1<=H;
    end
    ctrl #(8,3) ctrl_path(clk,reset,finished,addr_r,addr_c);
    row_weight #(8,8,16,3) rw(addr_r,Wr);
    column_weight #(8,8,16,3) cw(addr_c,Wc);
    s1neuron #(8,16,6,10) s1n(IN,Wr,H);
    s2neuron #(8,8,16,6,10) s2n(H1,Wc,clk,reset,Y);
endmodule
==> flow/run.sh <==
#!/bin/bash
# OpenROAD 26Q1-2900-gdf79404cd8, Yosys 0.63+post, stock flow scripts
make -C /OpenROAD-flow-scripts/flow DESIGN_CONFIG=/design/flow/config.mk WORK_HOME=/design/flow/orfs finish
==> flow/config.mk <==
export PLATFORM = sky130hd
export DESIGN_NAME = top
export DESIGN_NICKNAME = top
export VERILOG_FILES = /design/flow/design.v
export SDC_FILE = /design/flow/constraint.sdc
export NUM_CORES = 4
export LEC_CHECK = 1
export CORE_UTILIZATION = 30
==> flow/constraint.sdc <==
current_design top

set clk_period 62.5
set clk_io_pct 0.2

create_clock -name clk0 -period $clk_period [get_ports {clk}]

set non_clock_inputs [all_inputs -no_clocks]
set_input_delay [expr $clk_period * $clk_io_pct] -clock clk0 $non_clock_inputs
set_output_delay [expr $clk_period * $clk_io_pct] -clock clk0 [all_outputs]
==> impl_metrics.json <==
{
  "worstHoldStart": "s2n.gen[4].mac.cnt[31]$_SDFFE_PP0P_",
  "slew_headroom_pct": 26.25,
  "syn_avg_cell_area_um2": 8.148,
  "synth_seq_share_pct": 20.22,
  "htreeDepth": 2,
  "mux_share_pct": 1.822,
  "crit_top_cell": "nor2_1",
  "maxCapViolations": 0,
  "drtIter0Drc": 3367,
  "yosys.area_share.simple_pct": 17.62,
  "clkLatencyLatePin_ps": 680,
  "initCoreUtil_pct": 30.29,
  "grt_pass1_wl_mm": 279.2,
  "chip_area_um2": 224600,
  "antenna_found_initial": 4,
  "synthCells": 8201,
  "critPathRequiredTime_ps": 63040,
  "syn_to_final_growth_pct": 11.70,
  "fp.dieW_um": 474.0,
  "yosys_warnings": 7,
  "clock_tree.buffer_depth": 3,
  "tightest_slew_ps": 1078,
  "cts_root_buf": "clkbuf_16",
  "cp.arrival_ps": 41610,
  "slew_violations": 0,
  "fin_ws_ps": 21430,
  "grt_max_degree": 77,
  "use_met3_pct": 2.535,
  "fmax_ghz": 0.02435,
  "timing.rr.start": "ctrl_path.state[22]$_SDFFE_PP0P_",
  "dpl_cell_area_um2": 72580,
  "slowest_stage": "o21ai_0",
  "hold_ws_ps": 467.1,
  "via_per_inst": 4.892,
  "cts_setup_buffers": 0,
  "clock-sinks": 551,
  "async_flop_share_pct": 0,
  "critPathMaxFanout": 27,
  "critPathMaxStageDelay_ps": 660,
  "crit_start": "IN[7]",
  "endpoint_kind": "flop",
  "drt_drc_violations_left": 0,
  "top_usage_layer": "met2",
  "grt_overflow": 0,
  "grt_pass1_vias": 52190,
  "hold_violations": 0,
  "syn_area_um2": 66820,
  "aoi_share_pct": 16.95,
  "place_ws_ps": 21130,
  "wl_per_cell_um": 15.47,
  "top_area_cell": "ha_1",
  "groute.usage.overall_pct": 15.65,
  "clk_pin_slew_worst_paths_ps": 60,
  "coreArea_um2": 220600,
  "cts_tree": "yes",
  "start_kind": "input pin",
  "first_pass_iters": 6,
  "path_class": "in -> reg",
  "ys_chip_area_um2": 66820,
  "drt-total-wl_mm": 174.8,
  "chipHeight_um": 474.0,
  "ys_ff": 551,
  "hp-class": "reg -> reg",
  "synthFlopType": "dfxtp_1",
  "post-route-period-util_pct": 65.71,
  "ys_sh_xor_pct": 10.38,
  "ant_nets": 0,
  "final_area_um2": 74640,
  "cts_hold_buf": 0,
  "cts_buffers": 61,
  "top_cells_by_area": "ha_1 21%, edfxtp_1 11%, dfxtp_1 9.1%",
  "finalWeightedCongestion": 0.9399,
  "use_met1_pct": 23.07,
  "dp_hpwl_mm": 137.1,
  "drive_gt1_share_pct": 3.897,
  "use_met2_pct": 24.55,
  "status": "finished, final reports clean",
  "setup_tns_ps": 0,
  "setup_violations": 0,
  "postCtsResizedCells": 0,
  "portBuffers": 247,
  "ys_types": 97,
  "tool_warnings": 466,
  "skew_ps": 59.36,
  "vias": 55280,
  "adder_share_pct": 25.90,
  "logic_family": "adder cells",
  "yosys-stat-cells": 8201,
  "io_pins": 258,
  "synth-edff-count": 248,
  "top_cell_area_share_pct": 20.80,
  "rows": 172,
  "min_period_ps": 41070,
  "rsz0062_at_grt": "no"
}
## final cells by class
type                       instances  area (um^2)
fill                           22470       145900
multi-input combinational       6411        48700
sequential                       551        13510
tap                             2958         3701
inverter                         917         3442
timing repair buffer             347         3228
clock buffer                      91         1836
clock inverter                    22        219.0
antenna                            2        5.005
## layout by cell type (no fill, tap or decap), drive strengths merged, types with 28 or more instances in the layout
master         instances
dfxtp                303
o31ai                 28
o21a                  28
a221oi                35
xnor2                460
nand2                366
nor2                1052
nor2b                 53
mux2                  37
o21ai                249
inv                  903
and4                  31
nor3                 145
nand3                156
clkbuf                91
a31oi                 41
buf                  101
clkinv                32
and2                 158
xor2                 332
nand2b                47
mux2i                 80
ha                  1111
a2111oi               29
a21oi                602
edfxtp               248
clkdlybuf4s50        246
and3                  84
a21o                 221
o21bai               267
nand4                116
nor4                 114
a211oi                66
or3                   65
fa                   170
## flip-flops by register name, summed over array words and instances, names as in the netlist
name              count
s2n.gen.mac.cnt     256
H1                   15
ctrl_path.state      32
s2n.gen.mac.sum     120
s2n.gen.mac.psum    128
## cells by family after synthesis
family,count (synthesis)
XOR/XNOR,792
other,1
buffers and inverters,1246
AND-OR/OR-AND,1743
flip-flops,551
adder cells (fa/ha/maj),1281
multiplexers,117
AND/OR/NAND/NOR,2470
## cells in the mapped netlist (244+ instances only)
| master | instances |
|---|---|
| nor2_1 | 1051 |
| o21bai_1 | 267 |
| xnor2_1 | 460 |
| edfxtp_1 | 248 |
| nand2_1 | 366 |
| xor2_1 | 332 |
| clkbuf_1 | 286 |
| o21ai_0 | 244 |
| dfxtp_1 | 303 |
| ha_1 | 1111 |
| a21oi_1 | 598 |
| inv_1 | 898 |
## critical path: cells and delay by family
family	cells	cell delay [ps]
compound gates	54	12550
xor+xnor	5	1700
fa+ha+maj	7	2570
buf+inv	14	3140
mux	5	1490
simple gates	39	7590
## layer usage
metal	vias up	wire length (um)
met5	-	0
met3	162	9947
li1	28260	-
met4	0	3839
met2	1226	76750
met1	25630	84260
## final timing paths
| path | to | cells past startpoint | slack (ps) |
|---|---|---|---|
| max reg2reg | H1[14]$_SDFF_PP0_ | 129 | 31110 |
| min | s2n.gen[4].mac.cnt[31]$_SDFFE_PP0P_ | 2 | 470 |
| max | H1[14]$_SDFF_PP0_ | 124 | 21430 |
| min reg2reg | s2n.gen[4].mac.cnt[31]$_SDFFE_PP0P_ | 2 | 470 |
## metrics by stage
step                      util [%]  instances
after floorplan                  -       8208
after global placement       32.90      11180
after detailed placement     32.90      11180
after CTS                    33.83      11300
after global routing         33.83      11300
final                        33.84      11300
