[design/flow/config.mk]
export PLATFORM = sky130hd
export DESIGN_NAME = crc
export DESIGN_NICKNAME = crc
export VERILOG_FILES = /design/flow/design.v
export SDC_FILE = /design/flow/constraint.sdc
export NUM_CORES = 4
export LEC_CHECK = 1
export CORE_AREA = 10 10 70 70
export DIE_AREA = 0 0 80 80
[design/flow/constraint.sdc]
current_design crc

set clk_period 1.5
set clk_io_pct 0.2

create_clock -name clk0 -period $clk_period

set non_clock_inputs [all_inputs -no_clocks]
set_input_delay [expr $clk_period * $clk_io_pct] -clock clk0 $non_clock_inputs
set_output_delay [expr $clk_period * $clk_io_pct] -clock clk0 [all_outputs]
[design/flow/design.v]
module crc(  
            input [7:0] data,
            output [7:0] newcrc);
    wire [7:0] d;
    wire [7:0] c;    
    assign d=data;
    assign c='b0;
    assign    newcrc[0] = d[7] ^ d[6] ^ d[0] ^ c[0] ^ c[6] ^ c[7];
    assign    newcrc[1] = d[6] ^ d[1] ^ d[0] ^ c[0] ^ c[1] ^ c[6];
    assign    newcrc[2] = d[6] ^ d[2] ^ d[1] ^ d[0] ^ c[0] ^ c[1] ^ c[2] ^ c[6];
    assign    newcrc[3] = d[7] ^ d[3] ^ d[2] ^ d[1] ^ c[1] ^ c[2] ^ c[3] ^ c[7];
    assign    newcrc[4] = d[4] ^ d[3] ^ d[2] ^ c[2] ^ c[3] ^ c[4];
    assign    newcrc[5] = d[5] ^ d[4] ^ d[3] ^ c[3] ^ c[4] ^ c[5];
    assign    newcrc[6] = d[6] ^ d[5] ^ d[4] ^ c[4] ^ c[5] ^ c[6];
    assign    newcrc[7] = d[7] ^ d[6] ^ d[5] ^ c[5] ^ c[6] ^ c[7];
endmodule
[design/flow/run.sh]
#!/bin/bash
# OpenROAD 26Q1-2900-gdf79404cd8, Yosys 0.63+post, stock flow scripts
make -C /OpenROAD-flow-scripts/flow DESIGN_CONFIG=/design/flow/config.mk WORK_HOME=/design/flow/orfs finish
==> out/qor.csv <==
stage,metric,value,unit
job,warning_count,33,
yosys,synth_cells,13,
global_route,grt_pass1_vias,189,
power_and_ir_drop,pwr-share-clk,0,%
routing,wl_met3,128,µm
power_and_ir_drop,switching_share,30.91,%
yosys,postSynthSeqShare,0,%
routing,antenna_left,0,
job,maxCapViolCount,0,
power_and_ir_drop,seqPwrFrac,0,%
final_timing,period_needed,1.453,ns
critical_path,path_class,in2out,
final_timing,setup_ws,0.04729,ns
place,place_congestion,0.6657,
global_route,grt_pass1_wl,966,µm
routing,routed-wl-met2,268,µm
yosys,netlist_area,128.9,µm²
die,fp_util,3.773,%
critical_path,cpMostUsedCell,dlygate4sd2_1,
yosys,ys_types,3,
critical_path,cp-end-kind,output pin,
die,rows,21,
worst_hold_path,min_path_cells,4,
yosys,top_cell_area_share,74.76,%
die,core,0.003416,mm²
routing,via_count,180,
final_timing,setup_viol,0,
place,port_buffers,16,
routing,wirelength,652,µm
global_route,grt-ovfl-total,0,
routing,vias_per_cell,2.143,
global_route,grt.total_usage,1.873,%
power_and_ir_drop,p_comb_share,100.0,%
final_timing,finalMaxSlewViolations,0,
routing,routedWlPerCell,7.762,µm
critical_path,crit_path_top_delay_cell,dlygate4sd2_1,
die,io-pin-count,16,
final_timing,fin_hold_ws,1.105,ns
yosys,topCellsByArea,"xnor2_1 75%, xnor2_2 13%, xor2_2 13%",
power_and_ir_drop,max-vdd-ir-drop,46.52,µV
cells_and_area,flop-count,0,
die,die_height,80,µm
final_timing,tns,0,ns
yosys,yosysWarnings,0,
global_route,grt_start_max_net_pins,4,
global_route,antenna_found_initial,1,
yosys,syn_area_per_cell,9.913,µm²
final_timing,max_freq,688.4,MHz
die,dieArea,0.006400,mm²
critical_path,crit_chain,dlygate4sd2_1 -> xnor2_2 -> xnor2_1 -> dlygate4sd2_1,
outcome,status,completed,
critical_path,critical-path-max-stage-delay,0.27,ns
cells_and_area,flop_area,0,µm²
routing,drtIter0Drc,1,
worst_hold_path,hp-class,in2out,
routing,maxUsedRoutingLayer,met3,
cells_and_area,n_clock_buffer,0,
power_and_ir_drop,power_leakage,0.0001849,µW
critical_path,cp.arrival,1.15,ns
routing,wl_met1,256,µm
cts,postCtsHoldBufs,0,
place,pre_cts_ws,-0.5602,ns
routing,route.detailed.drc,0,
cells_and_area,n_fill_cell,396,
power_and_ir_drop,cellPowerDensity,351.0,mW/mm²
final_timing,relSlewSlack,88.03,%
cells_and_area,area_delta_synth_final,238.8,%
power_and_ir_drop,p_int,105.9,µW
routing,drt_pass1_iterations,2,
critical_path,critPathLaunchType,primary input,
power_and_ir_drop,switching_power,47.37,µW
final_timing,tightest_slew,0.1787,ns
final_timing,rsz0062_at_grt,false,
yosys,ys_chip_area,128.9,µm²
cells_and_area,drive_gt1_share,51.35,%
critical_path,worstPathMaxFanout,2,
final_timing,final_hold_viol_count,0,
yosys,synth.largest_area_cell,xnor2_1,
cells_and_area,final_cell_mix,"8 x dlygate4sd2_1, 8 x buf_4, 7 x xnor2_1, 4 x xnor2_2, 3 x clkdlybuf4s15_2",
die,chipWidth,80,µm
cells_and_area,post-route-util,12.78,%
yosys,ys_cells,13,
final_timing,finalClockPeriodUsage,96.85,%
critical_path,required,1.20,ns
-- cells in the mapped netlist, drive strengths merged --
master	instances
xnor2	12
xor2	1
-- worst max-delay path, delay by kind of cell --
family,cells,cell delay [ns]
buf+inv,2,0.49
xor+xnor,2,0.36
-- what timing repair did --
item / 4_1_cts / 5_1_grt
pin swaps: 7 / 3
buffers inserted: 3 / 0
gates resized: 33 / 2
setup endpoints to repair: 8 / 2
-- stage by stage --
stage / power [µW] / instances / area, µm²
2_1_floorplan: 42.80 / 13 / 128.9
3_3_place_gp: 159.0 / 80 / 384.1
3_5_place_dp: 160.3 / 80 / 384.1
4_1_cts: 157.7 / 83 / 430.4
5_1_grt: 167.7 / 83 / 434.2
6_report: 153.3 / 84 / 436.7
-- power by group through the flow --
stage,registers [µW],clock network (µW),logic (µW)
global route,0,0,168
CTS,0,0,158
finish,0,0.0000891,153
-- metal layers --
| layer | track usage [%] | vias to the layer above |
|---|---|---|
| met4 | 0 | 0 |
| li1 | - | 91 |
| met5 | 0 | - |
| met2 | 2.889 | 11 |
| met1 | 2.118 | 78 |
| met3 | 1.477 | 0 |
-- kinds of logic after synthesis --
logic type / synth area share (%)
xor+xnor: 100.0
-- final timing paths --
path                     from         to  slack, ns
worst min-delay path  data[4]  newcrc[6]       1.10
worst max-delay path  data[5]  newcrc[7]       0.05
-- area by class of cell --
class / count / area (µm²) / share of cell area (%)
Multi-Input combinational cell: 13 / 170.2 / 38.97
Tap cell: 46 / 57.56 / 13.18
Timing Repair Buffer: 24 / 206.4 / 47.28
Antenna cell: 1 / 2.502 / 0.5731
No activity file was given, so power comes from the tool's default toggle rates.
